==> design/flow/constraint.sdc <==
current_design KeyboardDriver

set clk_period 3.1
set clk_io_pct 0.2

create_clock -name clk0 -period $clk_period [get_ports {Clk}]
create_clock -name clk1 -period $clk_period [get_ports {psClk}]

set non_clock_inputs [all_inputs -no_clocks]
set_input_delay [expr $clk_period * $clk_io_pct] -clock clk0 $non_clock_inputs
set_output_delay [expr $clk_period * $clk_io_pct] -clock clk0 [all_outputs]
==> design/flow/run.sh <==
#!/bin/bash
# OpenROAD 26Q1-2900-gdf79404cd8, Yosys 0.63+post, stock flow scripts
make -C /OpenROAD-flow-scripts/flow DESIGN_CONFIG=/design/flow/config.mk WORK_HOME=/design/flow/orfs finish
==> design/flow/design.v <==
module KeyboardDriver(input logic Clk, psClk, psData, reset,
					 output logic [7:0] keyCode,
					 output logic press);
	logic Q1, Q2, en, enable, shiftout1, shiftout2, Press;
	logic [4:0] Count;
	logic [10:0] Byte_1, Byte_2;
	logic [7:0] Data, Typematic_Keycode;
	logic [9:0] counter;
    logic [22:0] repeat_counter, repeat_counter_next;
    logic [7:0] last_keycode, last_keycode_next;
    logic       debouncing;
	always@(posedge Clk or posedge reset)
	begin
		if(reset)
		begin
			counter = 10'b0000000000;
			enable = 1'b1;
		end
		else if (counter == 10'b0111111111)
		begin
			counter = 10'b0000000000;
			enable = 1'b1;
		end
		else
		begin
			counter += 1'b1;
			enable = 1'b0;
		end
	end
	always@(posedge Clk)
	begin
		if(enable==1)
		begin
			if((reset)|| (Count==5'b01011))
				Count <= 5'b00000;
		else if(Q1==0 && Q2==1)
			begin
				Count += 1'b1;
				en = 1'b1;
			end
		end
	end
	always@(posedge Clk)
	begin
		if(Count == 5'd11)
		begin
			if (Byte_2[9:2] == 8'hE0)
			begin
			end
			else if (Byte_2[9:2] == 8'hF0)
			begin
			end
			else if (Byte_1[9:2] == 8'hF0)
			begin
				Data = Byte_2[9:2];
				Press = 1'b0;
				if (Data == Typematic_Keycode)
					Typematic_Keycode = 8'h00;
			end
			else if (Byte_2[9:2] == Typematic_Keycode)
			begin
			end
			else if (Byte_1[9:2] != 8'hF0)
			begin
				Data = Byte_2[9:2];
				Press = 1'b1;
				Typematic_Keycode = Data;
			end
		end
	end
    always_ff @(posedge Clk) begin
        if (reset) begin
            repeat_counter <= 0;
            last_keycode <= 0;
        end
        else begin
            repeat_counter <= repeat_counter_next;
            last_keycode <= last_keycode_next;
        end
    end
    assign debouncing = repeat_counter != 0;
    always_comb begin
        press = 1'b0;
        last_keycode_next = last_keycode;
        repeat_counter_next = repeat_counter;
        if (Press) begin
            if (keyCode == last_keycode && debouncing)
                press = 1'b0;
            else begin
                press = 1'b1;
                last_keycode_next = keyCode;
                repeat_counter_next = 1;
            end
            if (repeat_counter != 0)
                repeat_counter_next = repeat_counter + 1;
        end
        else
            repeat_counter_next = 0;
    end
	Register #(1) Dreg_instance1 ( .*,
								 .Load(enable),
								 .Reset(reset),
								 .In(psClk),
								 .Out(Q1) );
    Register #(1) Dreg_instance2 ( .*,
								 .Load(enable),
								 .Reset(reset),
								 .In(Q1),
								 .Out(Q2) );
	RShiftRegister #(11) reg_B(
					.Clk(psClk),
					.Reset(reset),
					.ShiftIn(psData),
					.Load(1'b0),
					.ShiftEnable(en),
					.In(11'd0),
					.ShiftOut(shiftout2),
					.Out(Byte_2)
					);
	RShiftRegister #(11) reg_A(
					.Clk(psClk),
					.Reset(reset),
					.ShiftIn(shiftout2),
					.Load(1'b0),
					.ShiftEnable(en),
					.In(11'd0),
					.ShiftOut(shiftout1),
					.Out(Byte_1)
					);
	assign keyCode=Data;
endmodule
module RShiftRegister #(N = 16)
(
    input   logic           Clk, Reset,
    input   logic           Load,
    input   logic           ShiftEnable,
    input   logic           ShiftIn,
    input   logic   [N-1:0] In,
    output  logic           ShiftOut,
    output  logic   [N-1:0] Out
);
    logic   [N-1:0] Next;
    always_ff @(posedge Clk) begin
        Out <= Next;
    end
    always_comb begin
        Next = Out;
        if (Reset)
            Next = {N{1'b0}};
        else if (Load)
            Next = In;
        else if (ShiftEnable)
            Next = { ShiftIn, Out[N-1:1] };
    end
    assign ShiftOut = Out[0];
endmodule
module Register #(N = 16)
(
    input   logic           Clk, Reset,
    input   logic           Load,
    input   logic   [N-1:0] In,
    output  logic   [N-1:0] Out
);
    logic   [N-1:0] Next;
    always_ff @(posedge Clk) begin
        Out <= Next;
    end
    always_comb begin
        Next = Out;
        if (Reset)
            Next = {N{1'b0}};
        else if (Load)
            Next = In;
    end
endmodule
==> design/flow/config.mk <==
export PLATFORM = sky130hd
export DESIGN_NAME = KeyboardDriver
export DESIGN_NICKNAME = KeyboardDriver
export VERILOG_FILES = /design/flow/design.v
export SDC_FILE = /design/flow/constraint.sdc
export NUM_CORES = 4
export LEC_CHECK = 1
export CORE_UTILIZATION = 40
==> flow_metrics.env <==
# yosys + openroad results
export IMPL_post_dp_area_sq_um=3705
export IMPL_synth_flop_count=86
export IMPL_worstReg2RegEnd="repeat_counter[13]"
export IMPL_global_route_wire_length_before_repair_microns=9763
export IMPL_layout_top_cells="53 x dfxtp_1, 41 x nor2_1, 31 x nor2b_1"
export IMPL_worst_r2r_startpoint="repeat_counter[0]"
export IMPL_setup_repair_after_global_routing_missed_its_margin="false"
export IMPL_number_of_antenna_violations_at_the_first_check_in_global_routing=0
export IMPL_run_status="finished clean"
export IMPL_critical_path_slowest_cell="clkdlybuf4s50_1"
export IMPL_antenna_diode_count=0
export IMPL_critical_path_endpoint_type="output port"
export IMPL_layout_cell_area_non_filler_sq_um=4030
export IMPL_holdCritPathClass="clock port to flop"
export IMPL_highest_net_fanout_along_the_worst_path=4
export IMPL_synthDominantAreaCellType="dfxtp_1"
export IMPL_drtPass1Iterations=4
export IMPL_detail_route_vias_per_cell=4.858
export IMPL_core_utilization_before_placement_pct=41.60
export IMPL_layout_top_cell="dfxtp_1"
export IMPL_vias=2225
export IMPL_detail_route_iter0_violations=76
export IMPL_total_gr_overflow=0
export IMPL_finalWeightedCongestion=0.8092
export IMPL_cp_num_buf_inv=2
export IMPL_path_clk_slew_ns=0.07
export IMPL_timing_critical_path_slowest_cell_delay_ns=0.45
export IMPL_maximum_number_of_pins_on_one_net_before_global_route_repair=24
export IMPL_overall_die_area_sq_um=9006
export IMPL_wl_microns=5667
export IMPL_syn_to_final_growth_pct=16.75
export IMPL_headroom_to_the_max_slew_limit_pct=56.96
export IMPL_syn_area_per_cell_sq_um=10.86
export IMPL_warning_count=29
export IMPL_hold_path_endpoint="Dreg_instance1.Out"
export IMPL_num_io_pins=13
export IMPL_arrival_ns=2.29
export IMPL_worst_setup_path_type="flop to output port"
export IMPL_fin_worst_skew_ns=0.01036
export IMPL_dp_hpwl_microns=3714
export IMPL_ys_top_cells_by_area="dfxtp_1 31%, edfxtp_1 19%, dfrtp_1 7.2%, xor2_1 6.1%, xnor2_1 5.8%"
export IMPL_cts_tree="built"
export IMPL_postSynthCellCount=318
export IMPL_grtUsageTotal_pct=14.38
export IMPL_setup_viol_count_final=0
export IMPL_synth_cell_area_sq_um=3452
export IMPL_required_ns=2.48
export IMPL_number_of_global_route_vias_before_repair=2121
export IMPL_edf_count=22
export IMPL_synthFlopType="dfxtp_1"
export IMPL_drv_slew=0
export IMPL_synth_top_area_share_pct=30.74
export IMPL_setup_tns_ns=0
export IMPL_cell_chain_critical_path="inv_1 > ha_1 > nor4b_1 > nand4_1 > nor4_4 > o31a_2 > clkdlybuf4s50_1"
export IMPL_synth_area_yosys_sq_um=3452
export IMPL_port_buffer_count=11
export IMPL_routedWlPerCell_microns=12.37
export IMPL_core_sq_um=8299
export IMPL_worst_r2r_setup_slack_ns=1.10
export IMPL_timing_hold_worst_start="psClk"
export IMPL_asyncSetResetFlopFracSynth_pct=12.79
export IMPL_yosysSeqAreaShare_pct=57.88
export IMPL_timing_hold_ws_ns=0.04508
export IMPL_reg2reg_depth=7
export IMPL_critical_path_top_delay_family="simple AND/OR/NAND/NOR gates"
export IMPL_powerDensity_nw_per_um2=562.8
export IMPL_synth_warnings=3
export IMPL_static_leakage_power_uw=0.001541
export IMPL_die_h_microns=94.90
export IMPL_cap_viol_max_count=0
export IMPL_core_rowCount=33
export IMPL_detail_route_antenna_nets=0
export IMPL_drc=0
export IMPL_post_cts_setup_buffers=0
export IMPL_final_layout_size_suffix_gt1_share_pct=9.632
export IMPL_die_width_microns=94.90
export IMPL_hold_violations=0
export IMPL_number_of_buffers_added_to_fix_hold_violations_after_cts=0
export IMPL_power_uw=2268
export IMPL_vdd_drop_max_mv=0.4503
export IMPL_cp_start_kind="flop"
export IMPL_worstHoldPathCells=4
export IMPL_post_synthesis_cell_type_count=39
export IMPL_ys_cells=318
export IMPL_measured_slew_at_the_worst_slew_check_pin_ns=0.6416
-- repair_timing --
item,4_1_cts,5_1_grt
resized,0,1
endpoints found under the setup margin,0,1
hold endpoints to repair,0,0
-- metrics by stage --
step / setup slack, ns / std cells / utilization (%)
2_1_floorplan: 0.9162 / 318 / -
3_3_place_gp: 0.4908 / 435 / 44.64
3_5_place_dp: 0.4364 / 435 / 44.64
4_1_cts: 0.1073 / 458 / 48.45
5_1_grt: 0.04573 / 458 / 48.56
6_report: 0.1910 / 458 / 48.56
-- cell families (layout without fill, tap and decap cells) --
kind of cell    count (synthesis)  after routing  synth area share [%]
xor+xnor                       47             47                 11.92
buf+inv                        14             49                 2.066
mux                            10             10                 2.900
flops                          86             86                 57.88
fa+ha+maj                       4              4                 1.450
simple gates                  149            149                 22.04
compound gates                  8              8                 1.740
-- tightest hold or removal path, cell delays in order --
cell and delay (ns):
clkbuf_8 0.10, clkbuf_8 0.10, mux2i_1 0.06, nor2_1 0.07
-- registers in the layout, summed over array words and instances, names as in the netlist --
name,flops
Dreg_instance1.Out,1
counter,10
reg_B.Out,11
Data,8
Press,1
repeat_counter,23
last_keycode,8
reg_A.Out,9
enable,1
Dreg_instance2.Out,1
Count,5
Typematic_Keycode,8
-- layout make-up --
| class | count | area, sq um |
|---|---|---|
| clock buffer | 21 | 281.5 |
| clock inverter | 2 | 35.03 |
| fill | 745 | 4269 |
| inverter | 8 | 30.03 |
| multi-input combinational | 218 | 1391 |
| sequential | 86 | 1998 |
| tap | 105 | 131.4 |
| timing repair buffer | 18 | 162.7 |
-- power breakdown --
group,leakage (uW),switching [uW],internal (uW)
clock,0.000164,408,665
sequential,0.000776,4.88,1150
combinational,0.000601,22.7,14.2
-- layer usage --
metal	part of all wire, %	global-route usage, %	vias to the layer above
met5	0	0	-
met1	52	22.68	1054
met2	42	20.14	28
met3	3.6	4.657	11
li1	-	-	1132
met4	2.4	3.157	0
-- cells in the mapped netlist, drive strengths merged, types with 2 or more instances --
cell type	number
nor2	41
buf	3
nand2	30
nand3	11
or4	2
nor4	9
mux2i	10
ha	4
xor2	24
and4	3
nor3	5
clkbuf	3
nand4	10
edfxtp	22
xnor2	23
dfrtp	10
inv	7
nor2b	31
dfxtp	53
-- worst max path at each step --
stage / from / endpoint / cells after the start
finish: repeat_counter[0] / press / 7
CTS: repeat_counter[0] / press / 7
global route: repeat_counter[0] / press / 7
No activity file was given, so power comes from the tool's default toggle rates.

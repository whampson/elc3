==> flow/design.v <==
module FakeMemory
(
    input   logic           Clk, Reset,
    input   logic           CE, OE, WE,
    input   logic           LB, UB,
    input   logic   [19:0]  ADDR,
    inout   wire    [15:0]  DQ
);
    parameter NumWords = 64;
    parameter AddrWidth = $clog2(NumWords);
    logic   [15:0]  MemoryArray[NumWords-1:0];
    logic   [15:0]  Output;
    logic   [15:0]  DataWire;
    assign Output = MemoryArray[ADDR[AddrWidth-1:0]];
    assign DQ = DataWire;
    always_comb begin
        DataWire = 16'hZZZZ;
        if (~CE && ~OE && WE) begin
            if (~UB)
                DataWire[15:8] = Output[15:8];
            if (~LB)
                DataWire[7:0] = Output[7:0];
        end
    end
    always_ff @(posedge Clk) begin
        if (Reset) begin
            MemoryArray[0]  <= 16'h0000;
            MemoryArray[1]  <= 16'h0000;
            MemoryArray[2]  <= 16'h0000;
            MemoryArray[3]  <= 16'h0000;
            MemoryArray[4]  <= 16'h0000;
            MemoryArray[5]  <= 16'h0000;
            MemoryArray[6]  <= 16'h0000;
            MemoryArray[7]  <= 16'h0000;
            MemoryArray[8]  <= 16'h0000;
            MemoryArray[9]  <= 16'h0000;
            MemoryArray[10] <= 16'h0000;
            MemoryArray[11] <= 16'h0000;
            MemoryArray[12] <= 16'h0000;
            MemoryArray[13] <= 16'h0000;
            MemoryArray[14] <= 16'h0000;
            MemoryArray[15] <= 16'h0000;
            MemoryArray[16] <= 16'h0000;
            MemoryArray[17] <= 16'h0000;
            MemoryArray[18] <= 16'h0000;
            MemoryArray[19] <= 16'h0000;
            MemoryArray[20] <= 16'h0000;
            MemoryArray[21] <= 16'h0000;
            MemoryArray[22] <= 16'h0000;
            MemoryArray[23] <= 16'h0000;
            MemoryArray[24] <= 16'h0000;
            MemoryArray[25] <= 16'h0000;
            MemoryArray[26] <= 16'h0000;
            MemoryArray[27] <= 16'h0000;
            MemoryArray[28] <= 16'h0000;
            MemoryArray[29] <= 16'h0000;
            MemoryArray[30] <= 16'h0000;
            MemoryArray[31] <= 16'h0000;
            MemoryArray[32] <= 16'h002A;                     
            MemoryArray[33] <= 16'h0000;
            MemoryArray[34] <= 16'h0000;
            MemoryArray[35] <= 16'h0000;
            MemoryArray[36] <= 16'h0000;
            MemoryArray[37] <= 16'h0030;                     
            MemoryArray[38] <= 16'hFE00;                     
            MemoryArray[39] <= 16'hFE02;                     
            MemoryArray[40] <= 16'h0000;
            MemoryArray[41] <= 16'h0000;
            MemoryArray[42] <= 16'b1010_000_111111011;       
            MemoryArray[43] <=  16'h0000;       
            MemoryArray[44] <= 16'b1010_000_111111010;       
            MemoryArray[45] <= 16'b1100_000_111_000000;      
            MemoryArray[46] <= 16'h0000;
            MemoryArray[47] <= 16'h0000;
            MemoryArray[48] <= 16'b1011_000_000000000;       
            MemoryArray[49] <= 16'hFFFF;                     
            MemoryArray[50] <= 16'h0000;
            MemoryArray[51] <= 16'h0000;
            MemoryArray[52] <= 16'h0000;
            MemoryArray[53] <= 16'h0000;
            MemoryArray[54] <= 16'h0000;
            MemoryArray[55] <= 16'h0000;
            MemoryArray[56] <= 16'h0000;
            MemoryArray[57] <= 16'h0000;
            MemoryArray[58] <= 16'h0000;
            MemoryArray[59] <= 16'b0000_0000_0000_0000;      
            MemoryArray[60] <= 16'b1111_0000_00100000;       
            MemoryArray[61] <= 16'b1111_0000_00100101;       
            MemoryArray[62] <= 16'h0000;
            MemoryArray[63] <= 16'h0000;
        end
        else if (~CE && OE && ~WE && ADDR[19:AddrWidth] == {19-AddrWidth{1'b0}}) begin
            if (~UB)
                MemoryArray[ADDR[AddrWidth-1:0]][15:8] <= DQ[15:8];
            if (~LB)
                MemoryArray[ADDR[AddrWidth-1:0]][7:0] <= DQ[7:0];
        end
    end
endmodule
==> flow/run.sh <==
#!/bin/bash
# OpenROAD 26Q1-2900-gdf79404cd8, Yosys 0.63+post, stock flow scripts
make -C /OpenROAD-flow-scripts/flow DESIGN_CONFIG=/design/flow/config.mk WORK_HOME=/design/flow/orfs finish
==> flow/config.mk <==
export PLATFORM = sky130hd
export DESIGN_NAME = FakeMemory
export DESIGN_NICKNAME = FakeMemory
export VERILOG_FILES = /design/flow/design.v
export SDC_FILE = /design/flow/constraint.sdc
export NUM_CORES = 4
export LEC_CHECK = 1
export CORE_UTILIZATION = 30
==> flow/constraint.sdc <==
current_design FakeMemory

set clk_period 32.2
set clk_io_pct 0.2

create_clock -name clk0 -period $clk_period [get_ports {Clk}]

set non_clock_inputs [all_inputs -no_clocks]
set_input_delay [expr $clk_period * $clk_io_pct] -clock clk0 $non_clock_inputs
set_output_delay [expr $clk_period * $clk_io_pct] -clock clk0 [all_outputs]
==> flow_summary_export.csv <==
group,metric,value,unit
sta,hold_violations,0,
clocking,cts_made_buffers,101,
critical_path,cp.required,25760,ps
global_route,gr-usage-all-layers,20.60,%
critical_path,worstPathCellList,"clkbuf_8 -> buf_4 -> buf_4 -> nor2b_4 -> buf_4 -> a22o_1 -> a211oi_1 -> o22ai_1 -> nor4_4 -> buf_4 -> o21ai_0",
sta,holdWs,965.9,ps
floorplan,initial_utilization,30.34,%
synthesis,synthArstFlopShare,0,%
floorplan,die_w,397.6,um
global_route,grt-ovfl-total,0,
synthesis,area_leaders,"edfxtp_1 65%, nor2_1 6.1%, a21oi_1 3.6%",
placed_design,io_buffers,26,
floorplan,num_rows,144,
sta,finalMaxSlewViolations,0,
routing,dr.pass1.iters,6,
critical_path,crit_arrival,11180,ps
synthesis,syn_area_per_cell,12.22,um2
critical_path,max_stage_delay,670,ps
critical_path,cp_num_buf_inv,5,
critical_path,worstSetupPathType,"input pin to output port",
clocking,cts_resized,0,
power_and_ir_drop,peakVddDrop,0.05086,mV
cells_and_area,drive_gt1_share,11.23,%
cells_and_area,finalInstanceArea,52450,um2
clocking,cts.reportedPaths.clkPinSlew,60,ps
global_route,grt_pass1_vias,32570,
synthesis,yosys_cells,3841,
global_route,grt_antenna_before_repair,3,
synthesis,syn_area,46950,um2
clocking,worstSkewPairLatency,690,ps
cells_and_area,combGateArea,14390,um2
clocking,h-tree-depth,3,
critical_path,cp_top_family,"buffers and inverters",
global_route,grt_max_degree,85,
cells_and_area,reg_top3,"MemoryArray (1024)",
critical_path,reg2reg_slack,28170,ps
sta,maxSlewHeadroom,26.18,%
synthesis,synth_cell_types,73,
sta,fin_setup_tns,0,ps
critical_path,cp-startpoint,"ADDR[2]",
routing,viasPerCell,5.599,
placed_design,gp_congestion,0.9561,
cells_and_area,regArea,30750,um2
routing,drtIter0Drc,2721,
synthesis,ys_chip_area,46950,um2
routing,drc,0,
cells_and_area,top_register,"MemoryArray",
sta,finalSetupViolCount,0,
cells_and_area,area_growth,11.71,%
critical_path,worst-path-stages,11,
global_route,grt_pass1_wl,225100,um
critical_path,start_kind,"input pin",
cells_and_area,nFillCells,14810,
flow_run,warning_count,26,
placed_design,dp_hpwl,98290,um
power_and_ir_drop,p_leak,0.01750,uW
synthesis,edf_count,1024,
clocking,cts-root-buf,"clkbuf_16",
sta,final.min_clock_period,17620,ps
placed_design,place_area,49010,um2
clocking,cts.hold.buffers_added,0,
cells_and_area,largest_reg_flops,1024,
clocking,cts.sink_count,1024,
critical_path,cp_slowest_cell,"buf_4",
min_path,hp-class,"flop to flop",
sta,rsz0062_at_grt,"no",
floorplan,dieArea,158100,um2
critical_path,crit_fanout,47,
routing,ant_nets,0,
critical_path,rr_endpoint,"MemoryArray[35][7]",
power_and_ir_drop,power_density,58.18,nW/um2
synthesis,top_cell_area_share,65.49,%
routing,wl_per_cell,26.55,um
clocking,cts_max_path_buffers,3,
clocking,post_cts_buffers,0,
synthesis,syn_inst,3841,
synthesis,synth_seq_share,65.49,%
synthesis,synth.largest_area_cell,"edfxtp_1",
floorplan,die_y,397.6,um
synthesis,synth_flops,1024,
sta,clock_skew,33.19,ps
critical_path,critPathCapture,"DQ[6]",
routing,wirelength,155800,um
critical_path,cpMostUsedCell,"buf_4",
status,outcome,"completed",
critical_path,endpoint_kind,"output port",
flow_run,drv_cap,0,
routing,vias,32840,
synthesis,synth-main-ff-cell,"edfxtp_1",
floorplan,coreArea,154800,um2
sta,max_freq,56.77,MHz
critical_path,reg2regPathDepth,8,
synthesis,ys_warn_count,2,
floorplan,io_pins,43,
sta,worstMarginPinSlew,1093,ps
clocking,tritoncts,"built",
critical_path,r2r-start,"MemoryArray[43][7]",
sta,finalCritPeriodShare,54.71,%
[logic make-up (layout without fill, tap and decap cells)]
family	Yosys count	count (layout)	synth area share, %
compound gates	861	861	12.55
other cells	0	2	0
mux	134	134	3.088
simple gates	1440	1440	14.49
buf+inv	382	361	4.386
flops	1024	1024	65.49
[worst reg2reg max path, cell delays in order, from the launching register on]
cell	delay, ps
edfxtp_1	350
and3_1	180
o21ai_0	550
a21oi_1	130
or4_1	680
nor4_4	690
buf_4	430
buf_4	580
nor2_1	170
[cells in the final DEF, fill, tap and decap left out, types with 10 or more instances in the layout]
master	n
mux2_2	36
o21ai_0	33
nor4_4	10
nand2_1	229
nor4_2	11
inv_1	11
nor3_1	24
clkdlybuf4s50_1	22
o22ai_1	64
a21oi_1	336
clkbuf_1	14
a22o_1	44
a221oi_1	111
mux2i_1	92
nand3_1	60
edfxtp_1	1024
clkbuf_16	104
nor2b_1	11
nor4_1	15
o32ai_1	14
nand3b_1	48
nor3b_1	16
clkinv_1	26
nor2_1	760
nand2b_1	129
a22oi_1	103
o22a_1	20
a221o_1	42
bufinv_16	17
clkinv_2	17
a211oi_1	25
or2_2	11
o2111ai_1	10
and3_1	17
buf_4	128
or3b_2	36
[per-layer routing]
layer	vias to the layer above	track usage, %	share of wire [%]
li1	14230	-	-
met1	16280	25.18	35
met2	1997	30.00	45
met3	324	13.35	16
met4	12	6.662	4.0
met5	-	0.9988	0.17
[how the worst min path moves through the flow]
stage	cells past startpoint	endpoint	start	slack [ps]
CTS	5	MemoryArray[42][8]	MemoryArray[44][8]	960
global route	5	MemoryArray[44][8]	MemoryArray[41][8]	1030
finish	5	MemoryArray[45][8]	MemoryArray[44][8]	970
[stage by stage]
stage	total power [uW]	std cells	utilization, %	worst slack, ps
4_1_cts	3060	5864	33.89	14710
5_1_grt	3126	5864	33.89	14500
2_1_floorplan	1723	3841	-	17340
3_5_place_dp	1838	5676	31.67	14760
3_3_place_gp	1836	5676	31.67	14740
6_report	3052	5866	33.89	14580
[synth_stat cells, types with 34 or more instances]
library cell	instances
a22o_1	44
nand3b_1	48
a22oi_1	103
mux2_2	36
edfxtp_1	1024
buf_2	143
a21oi_1	336
nand2_1	229
a221oi_1	113
mux2i_1	92
o22ai_1	64
nand3_1	60
or3b_2	36
buf_4	43
o21ai_0	34
nand2b_1	129
a221o_1	42
nor2_1	762
clkbuf_1	115
buf_6	38
[cell type report]
class	instances	area share, %
clock buffer	118	5.062
multi-input combinational	2435	27.43
timing repair buffer	154	2.366
tap	2044	4.876
inverter	19	0.1360
sequential	1024	58.62
clock inverter	70	1.493
antenna	2	0.009542
[power breakdown]
part / switching, uW / internal (uW) / total [uW] / leakage (uW)
clock: 512 / 725 / 1240 / 0.00168
combinational: 237 / 63.9 / 301 / 0.00550
sequential: 10.9 / 1500 / 1510 / 0.0103
total: 760 / 2290 / 3050 / 0.0175
No activity file was given, so power comes from the tool's default toggle rates.
